==> design/flow/design.v <==
`timescale 1ns / 1ps
module TLC #(
    parameter EW_GREEN_TIME = 'd300,
    parameter NS_GREEN_TIME = 'd120,
    parameter ALL_RED_TIME = 'd5,
    parameter YELLOW_TIME = 'd30,
    parameter PED_DELAY_TIME = 'd50,
    parameter MIN_GREEN_TIME = 'd50
)(
    input logic clk,
    input logic rst_n,
    input logic ped_ew,
    input logic ped_ns,
    output logic [2:0] ns_light,
    output logic [2:0] ew_light,
    output logic walk_ns,
    output logic walk_ew
    );
    typedef enum logic [2:0] {
        All_Red_1,
        EW_Green,
        EW_Yellow,
        All_Red_2,
        NS_Green,
        NS_Yellow
    }state;
    localparam GREEN  = 3'b100;
    localparam YELLOW = 3'b010;
    localparam RED    = 3'b001; 
    state current_state, next_state;
    logic [15:0] green_time;
    logic [15:0] current_time, time_out;
    logic timer_done;
    logic ped_ew_pressed, ped_ns_pressed;
    logic [15:0] ped_ew_timer, ped_ns_timer;
    logic ped_request_served;
    logic ped_ew_allowed, ped_ns_allowed; 
    always_ff @(posedge clk or negedge rst_n) begin
        if (!rst_n)
            current_time <= 'b0;
        else if (timer_done)
            current_time <= 'b0;
        else
            current_time <= current_time + 1'b1;
    end
    assign timer_done = (current_time >= time_out);
    always_ff @(posedge clk or negedge rst_n) begin
            if (!rst_n)
                green_time <= 'b0;
            else if (current_state != EW_Green && current_state != NS_Green)
                green_time <= 'b0;
            else if (timer_done)
                green_time <= 'b0;
            else
                green_time <= green_time + 1'b1;
        end
    always_ff @(posedge clk or negedge rst_n) begin
        if(!rst_n) begin
            ped_ew_timer <= 'b0;
            ped_ns_timer <= 'b0;
        end 
        else begin
            if (walk_ew) ped_ew_timer <= 'b0;
            else ped_ew_timer <= ped_ew_timer + 1'b1;
            if (walk_ns) ped_ns_timer <= 'b0;
            else ped_ns_timer <= ped_ns_timer + 1'b1;
        end
    end
    assign ped_ew_allowed = (ped_ew_timer >= PED_DELAY_TIME);
    assign ped_ns_allowed = (ped_ns_timer >= PED_DELAY_TIME);
    always_ff @(posedge clk or negedge rst_n) begin
        if (!rst_n) begin
            ped_ew_pressed <= 1'b0;
            ped_ns_pressed <= 1'b0;
        end else begin
        if (ped_ew && !walk_ew && ped_ew_allowed) ped_ew_pressed <= 1'b1;
        else if (current_state == EW_Yellow && timer_done) ped_ew_pressed <= 1'b0;
        if (ped_ns && !walk_ns && ped_ns_allowed) ped_ns_pressed <= 1'b1;
        else if (current_state == NS_Yellow && timer_done) ped_ns_pressed <= 1'b0;
       end 
    end
    always_ff @(posedge clk or negedge rst_n) begin
        if (!rst_n) begin
            current_state <= All_Red_1;
        end 
        else begin
            current_state <= next_state;
        end
    end
    always_comb begin
        time_out = ALL_RED_TIME;
        walk_ew = 1'b0;
        walk_ns = 1'b0;
        ns_light = RED;
        ew_light = RED;
        next_state = current_state;
        case (current_state)
            All_Red_1: begin
                time_out = ALL_RED_TIME;
                ns_light = RED;
                ew_light = RED;
                if (timer_done) next_state = EW_Green;
            end
            EW_Green: begin
                time_out = EW_GREEN_TIME;
                ew_light = GREEN;
                ns_light = RED;
                walk_ew = 1'b1;
                walk_ns = 1'b0;
                if ((timer_done) || (ped_ns_pressed && (green_time >= MIN_GREEN_TIME)))  next_state = EW_Yellow;
            end
            EW_Yellow: begin
                time_out = YELLOW_TIME;
                ew_light = YELLOW;
                walk_ew = 1'b0;
                walk_ns = 1'b0;
                if (timer_done) next_state = All_Red_2;
            end
            All_Red_2: begin
                time_out = ALL_RED_TIME;
                ns_light = RED;
                ew_light = RED;
                walk_ew = 1'b0;
                walk_ns = 1'b0;
                if (timer_done) next_state = NS_Green;
            end
            NS_Green: begin
                time_out = NS_GREEN_TIME;
                ns_light = GREEN;
                ew_light = RED;
                walk_ns = 1'b1;
                if ((timer_done) || (ped_ew_pressed && (green_time >= MIN_GREEN_TIME))) next_state = NS_Yellow;
            end           
            NS_Yellow: begin
                time_out = YELLOW_TIME;
                ns_light = YELLOW;
                walk_ew = 1'b0;
                walk_ns = 1'b0;
                if (timer_done) next_state = All_Red_1;
            end
            default: next_state = All_Red_1;
    endcase
    end
endmodule
==> design/flow/run.sh <==
#!/bin/bash
# OpenROAD 26Q1-2900-gdf79404cd8, Yosys 0.63+post, stock flow scripts
make -C /OpenROAD-flow-scripts/flow DESIGN_CONFIG=/design/flow/config.mk WORK_HOME=/design/flow/orfs finish
==> design/flow/config.mk <==
export PLATFORM = sky130hd
export DESIGN_NAME = TLC
export DESIGN_NICKNAME = TLC
export VERILOG_FILES = /design/flow/design.v
export SDC_FILE = /design/flow/constraint.sdc
export NUM_CORES = 4
export LEC_CHECK = 1
export CORE_UTILIZATION = 50
==> design/flow/constraint.sdc <==
current_design TLC

set clk_period 5.2
set clk_io_pct 0.2

create_clock -name clk0 -period $clk_period [get_ports {clk}]

set non_clock_inputs [all_inputs -no_clocks]
set_input_delay [expr $clk_period * $clk_io_pct] -clock clk0 $non_clock_inputs
set_output_delay [expr $clk_period * $clk_io_pct] -clock clk0 [all_outputs]
==> notes.md <==
The run finished with clean final reports. In the synthesized netlist, the dominant kind of combinational cell is simple AND/OR/NAND/NOR gates. The number of warnings reported in the yosys synthesis log was 1; the number of vias after detailed routing was 2,443. For this design, the sink count on the clock tree is 72. The overall track demand over capacity in global routing is 0.192. Among all flip-flop cells after synthesis, the most frequent one is dfrtp_1. The tools report the category of the worst setup path capture point as a primary output. For the number of optimization iterations in the first detailed-route pass, the log shows 4. Per the timing report, the most critical flop-to-flop path finishes at current_state[1]. The run gives 0.08 ns for the register clock-pin slew on the reported worst setup and hold paths.

Dividing total power by cell area gives a power density of 274 nW/µm². The post-CTS hold buffer count recorded in the log is 0. CTS reports a maximum clock tree buffer depth of 2. The critical path endpoint has a required time of 4.16 ns. With the post-route fraction of the period consumed by the critical path at 0.513, the core utilization at floorplan is 0.525.

Per the cell usage report, the commonest logic cells after layout are dfrtp_1, nor2_1, xnor2_1. The post-synthesis async set-or-reset flop share was 1.00. The startpoint type of the worst setup path is a flip-flop. The final number of max-transition violations was 0; the cell count after synthesis was 352. Proportion of synthesized chip area in sequential cells: 0.497. Looking at the critical path, the highest net fanout was 19. The first global-routing pass estimated 11.2 mm of wire.

Derived from the worst setup path, the maximum achievable clock frequency is 375 MHz. STA reports a reg2reg setup slack of 2.90 ns. The run gives 12.6% for the signed area change from the synthesized netlist to the final layout. The share of synthesized cell area in and, or, nand and nor gates works out to 0.234. On the critical path the data arrives at 1.63 ns. The count of input and output buffers came out at 11.

Minimum period implied by the final worst setup slack: 2.67 ns. The tightest min-delay check is of the reg -> reg type. The number of flops mapped to enable cells by yosys was 0. The utilization after layout was 0.591; the average instance area after synthesis was 10.3 µm².

The layout cell share with drive strength beyond 1 came out at 0.144. Clock skew on the completed layout was measured at 0.00519 ns. The average wire length per cell after detail routing is 13.1 µm.

The root buffer cell chosen for the clock tree is clkbuf_8. The netlist uses 39 different library cells. The die span in y was 87.2 µm. The run gives 4.05 mm as the placed wire-length estimate. With the final-report setup violation count at 0, the setup fix buffers added after clock tree synthesis is 0.

In this run the static leakage power is 1.72 nW. The routed layout reports a DRC error count of 0. The class of the most critical setup path was reg -> out. With the die area at 7600 µm², the placer congestion estimate is 0.805. Post-synthesis, Yosys gives the total cell area as 3630 µm². The detailed router reported a total wirelength of 6.17 mm.

With the source-to-sink clock delay at the later pin of the worst-skew pair at 0.34 ns, the xor/xnor share of the synthesized area is 0.106. The number of gates resized after CTS was 0. Across the VDD grid, the largest voltage drop is 0.182 mV. The routed design shows a via density per instance of 5.18.

In this run the count of I/O pins placed on the die edge is 12. The critical path startpoint was current_state[1]. Max-cap violations in this run came to 0.

The tools report the number of buffers added by the clock tree synthesis step as 9. The repair_antennas step left the layout with diodes totalling 0. The highest-count logic cell in the final layout was dfrtp_1. In this run the remaining antenna-violating nets after routing total 0.

The run gives 3630 µm² as the post-synthesis instance area. Per the timing report, the most critical flop-to-flop path originates at current_state[4]. TritonCTS built the clock tree. Detailed-route iteration 0 reported a violation count of 61. In this run the number of H-tree levels came out at 3. The count of endpoints failing hold in the final timing report came out at 0.

Area share of and-or/or-and cells after synthesis: 0.0742. The yosys cell count came out at 352. The synthesized design contains 72 register bits. The run gives 87.2 µm for the horizontal extent of the die.

Tightest slew margin relative to the limit: 0.594. Setup repair after global routing left no endpoint under its margin. Fraction of the mapped netlist area in adder cells: 0.0448.

Once routing completed, OpenROAD measured the worst setup slack at 2.53 ns. Initial antenna violation count: 0. The worst-case setup slack after placement was 2.88 ns. The slew at the pin with the worst max-slew slack is 0.607 ns, and the number of global-route vias before repair is 2,439. The floorplan has 30 rows. With the sum of negative setup slack at 0 ns, the number of logged tool warnings is 28. The area of the core is 6910 µm².

End of the critical path: ns_light[0]. The fraction of synthesized area in multiplexers works out to 0.0110. The largest net degree at the start of global routing came out at 49. The global route total overflow is 0.

STA shows the worst reg2reg path with a cell count of 9.
==> cells in the mapped netlist (2+ instances only) <==
cell,instances,share of area
nor2_2,17,0.029
nor2_1,45,0.047
buf_6,2,0.0062
mux2i_1,4,0.011
ha_1,13,0.045
nor4_1,14,0.024
and4_1,4,0.0097
a31o_2,2,0.0048
o2bb2ai_1,3,0.0072
o2111ai_1,3,0.0072
dfrtp_1,71,0.49
nor2_4,2,0.0062
and2_1,3,0.0052
o21ai_0,9,0.012
inv_1,16,0.017
and3_1,4,0.0069
nor3_1,11,0.015
and4_4,2,0.0062
nand3_1,20,0.028
xnor2_1,24,0.058
clkbuf_1,8,0.0083
nand4_1,6,0.010
o31a_2,2,0.0055
a21oi_4,2,0.0090
nor2b_1,2,0.0034
or3_1,7,0.012
a21oi_1,7,0.0097
xor2_1,20,0.048
nand2_1,19,0.020
==> worst min-delay path by stage <==
stage / startpoint / cells past startpoint / to
4_1_cts: green_time[0] / 1 / green_time[0]
6_report: green_time[0] / 1 / green_time[0]
5_1_grt: green_time[0] / 1 / green_time[0]
==> logic make-up after synthesis <==
| group | after synthesis |
|---|---|
| other cells | 1 |
| fa+ha+maj | 13 |
| mux | 4 |
| flops | 72 |
| compound gates | 32 |
| simple gates | 159 |
| xor+xnor | 44 |
| buf+inv | 27 |
==> critical path: stages (launching register included) <==
cell and delay (ns):
dfrtp_1 0.47, buf_4 0.24, nor2_1 0.11, clkdlybuf4s50_1 0.46
==> cell type report <==
cell class	count	area [µm²]
timing repair buffer	14	128
multi-input combinational	258	1730
sequential	72	1800
fill	581	2820
inverter	17	63.8
clock buffer	10	138
clock inverter	5	105
tap	96	120
==> flip-flops by register name, summed over array words and instances (netlist names), named ones only <==
name	cells
current_time	16
ped_ew_timer	16
ped_ew_pressed	1
ped_ns_timer	16
green_time	16
current_state	4
ped_ns_pressed	1
==> metrics by stage <==
| step | hold slack [ns] | instances | instance area (µm²) | total power [mW] |
|---|---|---|---|---|
| 4_1_cts | 0.491 | 472 | 4080 | 1.14 |
| 6_report | 0.491 | 472 | 4080 | 1.12 |
| 5_1_grt | 0.530 | 472 | 4080 | 1.16 |
| 2_1_floorplan | 0.453 | 357 | 3650 | 0.577 |
| 3_3_place_gp | 0.480 | 457 | 3840 | 0.591 |
| 3_5_place_dp | 0.480 | 457 | 3840 | 0.591 |
==> per-layer routing <==
metal | GRT usage | vias to the layer above | wire length [µm]
met5 | 0 | - | 0
met2 | 0.286 | 24 | 2640
met1 | 0.318 | 1167 | 3230
li1 | - | 1240 | -
met3 | 0.0346 | 12 | 170
met4 | 0.0283 | 0 | 124
==> power by group <==
group | internal (mW) | switching, mW | total (mW)
registers | 0.562 | 0.000775 | 0.563
clock network | 0.329 | 0.209 | 0.538
logic | 0.00294 | 0.0133 | 0.0163
total | 0.894 | 0.223 | 1.12
No activity file was given, so power comes from the tool's default toggle rates.
